$ cat config.mk
export PLATFORM = sky130hd
export DESIGN_NAME = RAM_1Port
export DESIGN_NICKNAME = RAM_1Port
export VERILOG_FILES = /design/flow/design.v
export SDC_FILE = /design/flow/constraint.sdc
export NUM_CORES = 4
export LEC_CHECK = 1
export CORE_UTILIZATION = 40
$ cat run.sh
#!/bin/bash
# OpenROAD 26Q1-2900-gdf79404cd8, Yosys 0.63+post, stock flow scripts
make -C /OpenROAD-flow-scripts/flow DESIGN_CONFIG=/design/flow/config.mk WORK_HOME=/design/flow/orfs finish
$ cat constraint.sdc
current_design RAM_1Port

set clk_period 24.2
set clk_io_pct 0.2

create_clock -name clk0 -period $clk_period [get_ports {i_Clk}]

set non_clock_inputs [all_inputs -no_clocks]
set_input_delay [expr $clk_period * $clk_io_pct] -clock clk0 $non_clock_inputs
set_output_delay [expr $clk_period * $clk_io_pct] -clock clk0 [all_outputs]
$ cat design.v
module RAM_1Port #(parameter WIDTH = 16, parameter DEPTH = 256) (
  input                     i_Clk,
  input [$clog2(DEPTH)-1:0] i_Addr,
  input                     i_Wr_DV,
  input [WIDTH-1:0]         i_Wr_Data,
  input                     i_Rd_En,
  output reg                o_Rd_DV,
  output reg [WIDTH-1:0]    o_Rd_Data
  );
  reg [WIDTH-1:0] r_Mem [DEPTH-1:0];
  always @(posedge i_Clk)
  begin
    if (i_Wr_DV)
    begin
      r_Mem[i_Addr] <= i_Wr_Data;
    end
    o_Rd_Data <= r_Mem[i_Addr];
    o_Rd_DV   <= i_Rd_En;  
  end
endmodule
==> results.yml <==
# yosys + openroad results
logic_synthesis:
  yosysTopAreaCell: "edfxtp_1"
  synthTopCellsByArea: "edfxtp_1 79%, mux4_2 15%, a22oi_1 2.5%"
  synth_area_sq_um: 155000
  ys_seq_share: 0.794
  ys_seq_elements: 4113
  yosys_cells: 6728
  yosysChipArea_sq_um: 155000
  synth_cell_types: 22
  avgSynthCellArea_sq_um: 23.1
  top_area_frac: 0.791
  yosysWarnings: 1
  synth_cells: 6728
critical_path:
  cp-start-kind: "input port"
  reg2reg_to: "o_Rd_Data[13]"
  critPathCapture: "o_Rd_Data[13]"
  rrSetupSlack_ns: 21.20
  arrival_ns: 10.90
  reg2regPathDepth: 5
  r2r-start: "r_Mem[110][13]"
  endpoint_kind: "flop"
  crit_start: "i_Addr[0]"
  worstSetupPathType: "input port to flop"
  required_ns: 25.00
  path_max_fanout: 53
power_and_ir_drop:
  leakage_nw: 54.5
  p_sw_frac: 0.212
  power.share.clock: 0.422
  p_sw_mw: 3.13
  internal-power_mw: 11.6
  seq_power_share: 0.533
  peakVddDrop_mv: 0.0598
  comb_power_share: 0.045
  p_per_area_nw_per_um2: 82.9
route:
  via_per_inst: 5.71
  wire_per_inst_um: 31.6
  ant_nets: 0
  finalWirelength_mm: 404
  drt_iter0_markers: 5162
  drc: 0
  drt_first_pass_iters: 7
  routed-via-count: 73032
die:
  die_area_sq_um: 391000
  rows: 228
  num_io_pins: 44
  initCoreUtil: 0.402
  fp.dieW_um: 625
  core_sq_um: 386000
  die_h_um: 625
clocking:
  cts_tree: "yes"
  htree_levels: 5
  clock_path_buffers: 4
  cts_resized: 0
  clk_pin_slew_ns: 0.06
  root_buffer: "clkbuf_16"
  cts_buffers: 417
  clk-insertion-delay-late_ns: 1.00
  cts_num_sinks: 4113
  cts_setup_buffers: 0
  cts_hold_buf: 0
finish:
  layout_top_cell: "edfxtp_1"
  area_delta_synth_final_pct: 14.6
  layout_top_cells: "4096 x edfxtp_1, 1024 x mux4_2, 512 x a22oi_1, 484 x buf_4, 423 x clkbuf_16"
  final_cells: 12790
  nFillCells: 30961
  fin_area_sq_um: 178000
  drive_gt1_frac: 0.289
placement:
  placed_area_sq_um: 165000
  portBuffers: 43
  placed_cells: 12015
  gp_congestion: 0.870
  dp_hpwl_mm: 237
timing:
  finalClockPeriodUsage: 0.418
  period_minus_slack_ns: 10.11
  setup_viol: 0
  slew_violations: 0
  worst_slew_pin_slew_ns: 1.41
  maxSlewHeadroom: 0.0465
  final_hold_viol_count: 0
  setup_tns_ns: 0
  clock-skew-final_ns: 0.0663
  rsz0062_at_grt: "false"
  fmax_ghz: 0.0989
run:
  maxCapViolations: 0
  warnings: 32
outcome:
  run_status: "completed"
min_path:
  hold_path.class: "flop to flop"
global_routing:
  overflow: 0
  grt_pass1_wl_mm: 579
  grt_use_total: 0.231
  antenna_found_initial: 19
  first_global_vias: 81285
  grt_max_degree: 130
==> area by class of cell <==
type / count / area [sq um] / share of cell area
Antenna cell: 12 / 30.0 / 0.000169
Clock buffer: 520 / 11000 / 0.0618
Clock inverter: 243 / 2240 / 0.0126
Inverter: 1 / 3.75 / 0.0000211
Multi-Input combinational cell: 2194 / 30700 / 0.173
Sequential cell: 4113 / 123000 / 0.692
Tap cell: 5175 / 6470 / 0.0364
Timing Repair Buffer: 532 / 4270 / 0.0240
==> cell families after synthesis <==
| group | count (synthesis) | synth area share |
|---|---|---|
| flops | 4113 | 0.794 |
| mux | 1024 | 0.148 |
| simple gates | 338 | 0.00907 |
| buf+inv | 421 | 0.0124 |
| compound gates | 832 | 0.0366 |
==> cell usage after synthesis <==
cell type and n:
nand2b_1 6, nand4_1 16, buf_1 54, a21oi_1 256, buf_4 16, or3_1 1, or2_2 2, nand3_1 13
nor2b_1 7, buf_6 25, dfxtp_1 17, o41ai_1 64, and2_1 3, nor3_1 30, a22oi_1 512, nand2_1 28
edfxtp_1 4096, mux4_2 1024, inv_1 1, nor2_1 232, clkbuf_1 249, buf_2 76
==> critical path: stages <==
cell	delay (ns)
buf_16	0.25
buf_4	0.62
buf_4	0.67
buf_4	0.72
buf_4	0.58
buf_4	0.48
mux4_2	0.57
a22oi_1	0.38
a21oi_1	0.21
o41ai_1	1.16
nand4_1	0.17
==> power by group through the flow <==
stage / Combinational [mW] / Clock, mW / Sequential, mW
after global routing: 0.709 / 6.59 / 7.87
final: 0.661 / 6.24 / 7.87
after CTS: 0.671 / 6.33 / 7.88
==> layer usage <==
metal	wire, um	global-route usage
met1	122000	0.261
met2	192000	0.336
met3	75000	0.192
met4	15000	0.0666
met5	284	0.00617
==> sequential cells by signal, indices dropped and copies added (netlist names) <==
signal,count
r_Mem,4096
o_Rd_Data,16
o_Rd_DV,1
==> stage by stage <==
step / hold slack [ns] / utilization / setup WS [ns] / total power, mW
4_1_cts: 0.951 / 0.461 / 14.15 / 14.9
3_5_place_dp: 0.936 / 0.427 / 13.12 / 8.70
6_report: 0.949 / 0.461 / 14.09 / 14.8
5_1_grt: 0.977 / 0.461 / 13.56 / 15.2
2_1_floorplan: 0.819 / - / 16.66 / 8.34
3_3_place_gp: 0.954 / 0.427 / 13.13 / 8.68
==> worst min-delay path by stage <==
stage / startpoint / end / slack [ns] / depth (start not counted)
final: r_Mem[83][12] / o_Rd_Data[12] / 0.95 / 5
after global routing: r_Mem[83][12] / o_Rd_Data[12] / 0.98 / 5
after CTS: r_Mem[64][12] / o_Rd_Data[12] / 0.95 / 5
Power is estimated from default activity; no workload was simulated.
