`constraint.sdc`:
```
current_design FIFO

set clk_period 154.6
set clk_io_pct 0.2

create_clock -name clk0 -period $clk_period [get_ports {i_Clk}]

set non_clock_inputs [all_inputs -no_clocks]
set_input_delay [expr $clk_period * $clk_io_pct] -clock clk0 $non_clock_inputs
set_output_delay [expr $clk_period * $clk_io_pct] -clock clk0 [all_outputs]
```
`design.v`:
```
module FIFO #(parameter WIDTH = 8, 
              parameter DEPTH = 256)
  (input                     i_Rst_L,
   input                     i_Clk,
   input                     i_Wr_DV,
   input [WIDTH-1:0]         i_Wr_Data,
   input [$clog2(DEPTH)-1:0] i_AF_Level,
   output                    o_AF_Flag,
   output                    o_Full,
   input                     i_Rd_En,
   output                    o_Rd_DV,
   output reg [WIDTH-1:0]    o_Rd_Data,
   input [$clog2(DEPTH)-1:0] i_AE_Level,
   output                    o_AE_Flag,
   output                    o_Empty
   );
  reg [$clog2(DEPTH)-1:0] r_Wr_Addr, r_Rd_Addr;
  reg [$clog2(DEPTH):0] r_Count;   
  wire w_Rd_DV;
  wire [WIDTH-1:0] w_Rd_Data;
  RAM_2Port #(.WIDTH(WIDTH), .DEPTH(DEPTH)) FIFO_Inst 
    ( 
     .i_Wr_Clk(i_Clk),   
     .i_Wr_Addr(r_Wr_Addr),
     .i_Wr_DV(i_Wr_DV),
     .i_Wr_Data(i_Wr_Data),
     .i_Rd_Clk(i_Clk),
     .i_Rd_Addr(r_Rd_Addr),
     .i_Rd_En(i_Rd_En),
     .o_Rd_DV(w_Rd_DV),
     .o_Rd_Data(w_Rd_Data)
     );
  always @(posedge i_Clk or negedge i_Rst_L)
  begin
    if (~i_Rst_L)
    begin
      r_Wr_Addr <= 0;
      r_Rd_Addr <= 0;
      r_Count   <= 0;
    end
    else
    begin
      if (i_Wr_DV)
      begin
        if (r_Wr_Addr == DEPTH-1)
          r_Wr_Addr <= 0;
        else
          r_Wr_Addr <= r_Wr_Addr + 1;
      end
      if (i_Rd_En)
      begin
        if (r_Rd_Addr == DEPTH-1)
          r_Rd_Addr <= 0;
        else
          r_Rd_Addr <= r_Rd_Addr + 1;
      end
      if (i_Rd_En & ~i_Wr_DV)
      begin
        if (r_Count != 0)
        begin
          r_Count <= r_Count - 1;
        end
      end
      else if (i_Wr_DV & ~i_Rd_En)
      begin
        if (r_Count != DEPTH)
        begin
          r_Count <= r_Count + 1;
        end
      end
      if (i_Rd_En)
      begin
        o_Rd_Data <= w_Rd_Data;
      end
    end  
  end  
  assign o_Full  = (r_Count == DEPTH) || (r_Count == DEPTH-1 && i_Wr_DV && !i_Rd_En);
  assign o_Empty = (r_Count == 0);
  assign o_AF_Flag = (r_Count > DEPTH - i_AF_Level);
  assign o_AE_Flag = (r_Count < i_AE_Level);
  assign o_Rd_DV = w_Rd_DV;
  // synthesis translate_off
  always @(posedge i_Clk)
  begin
    if (i_Rd_En && !i_Wr_DV && r_Count == 0)
    begin
      $error("Error! Reading Empty FIFO");
    end
    if (i_Wr_DV && !i_Rd_En && r_Count == DEPTH)
    begin
      $error("Error! Writing Full FIFO");
    end
  end
  // synthesis translate_on
endmodule
module RAM_2Port #(parameter WIDTH = 16, DEPTH = 256)
  ( 
   input                     i_Wr_Clk,
   input [$clog2(DEPTH)-1:0] i_Wr_Addr,
   input                     i_Wr_DV,
   input [WIDTH-1:0]         i_Wr_Data,
   input                     i_Rd_Clk,
   input [$clog2(DEPTH)-1:0] i_Rd_Addr,
   input                     i_Rd_En,
   output reg                o_Rd_DV,
   output reg [WIDTH-1:0]    o_Rd_Data
   );
  reg [WIDTH-1:0] r_Mem[DEPTH-1:0];
  always @ (posedge i_Wr_Clk)
  begin
    if (i_Wr_DV)
    begin
      r_Mem[i_Wr_Addr] <= i_Wr_Data;
    end
  end
  always @ (posedge i_Rd_Clk)
  begin
    o_Rd_Data <= r_Mem[i_Rd_Addr];
    o_Rd_DV   <= i_Rd_En;
  end
endmodule
```
`config.mk`:
```
export PLATFORM = sky130hd
export DESIGN_NAME = FIFO
export DESIGN_NICKNAME = FIFO
export VERILOG_FILES = /design/flow/design.v
export SDC_FILE = /design/flow/constraint.sdc
export NUM_CORES = 4
export LEC_CHECK = 1
export CORE_UTILIZATION = 50
```
`run.sh`:
```
#!/bin/bash
# OpenROAD 26Q1-2900-gdf79404cd8, Yosys 0.63+post, stock flow scripts
make -C /OpenROAD-flow-scripts/flow DESIGN_CONFIG=/design/flow/config.mk WORK_HOME=/design/flow/orfs finish
```
==> results.cfg <==
; flow metrics
[timing]
fin_crit_sh = 0.418
hold_viol = 0
min_period_ps = 64610
finalClockSkew_ps = 43.6
tightest_slew_ps = 1110
fin_setup_tns_ps = 0
relSlewSlack = 0.260
finalMaxSlewViolations = 0
setup_viol = 0
rsz0062_at_grt = false
whs_ps = 400
max_freq_mhz = 15.5

[clock_network]
clkSinkCount = 2090
post-cts-setup-buffer-count = 0
clk_path_buf_depth = 3
tritoncts = yes
cts_hold_buffers = 0
cts_buffers = 208
cts.clk_slew.worst_paths_ps = 60
cts.repair.resized = 0
h-tree-depth = 4
worstSkewPairLatency_ps = 840
cts_root_buf = clkbuf_16

[logic_synthesis]
most_common_cell = edfxtp_1
ys_ff = 2090
top_cells_by_count = 2056 x edfxtp_1, 448 x mux4_2, 295 x nor2_1
ff_type = edfxtp_1
largest_area_cell = edfxtp_1
edf_count = 2056
yosys_area_um2 = 82000
synthArstFlopShare = 0.0120
synth_area_per_cell_um2 = 20.6
ys_seq_share = 0.763
yosys-top-cells-area = edfxtp_1 75%, mux4_2 12%, mux2i_1 1.5%
syn_area_um2 = 82000
ys_cells = 3970
top_cell_area_share = 0.753
yosys_warnings = 3
syn_inst = 3970
ys_types = 74

[route]
ant_nets = 0
firstDrtPassIters = 5
drtIter0Drc = 2874
post_drt_wl_per_cell_um = 33.3
routed_wl_um = 217000
drc = 0
vias = 40400
viasPerCell = 6.20

[finish]
fill_cells = 11900
fin_area_um2 = 92000
drive_gt1_frac = 0.222
logic_area_um2 = 18000
area_growth_pct = 12.3
seqCellArea_um2 = 62600

[placement]
place_area_um2 = 85300
place_hpwl_um = 134000
place.port_buffers = 40
place.gp.congestion = 0.920

[grt]
grt_use_total = 0.305
antenna_found_initial = 8
grt_max_degree = 128
grt_pass1_vias = 44000
grt-ovfl-total = 0
grt_first_pass_wirelength_um = 312000

[worst_setup_path]
cp.arrival_ps = 33690
cpLargestDelayFamily = buffers and inverters
path_buffers = 4
path_cells = clkdlybuf4s50_1 > inv_1 > ha_1 > inv_1 > ha_1 > nor2b_1 > o21a_1 > o21a_1 > o21a_1 > o211ai_1 > a21boi_0 > o31a_1 > clkdlybuf4s50_1
worstSetupPathType = in -> out
cp_slowest_cell = clkdlybuf4s50_1
startpoint_type = input pin
crit_required_ps = 123680
crit_top_cell = o21a_1
slowest_delay_ps = 550
timing.critical_path.fanout_max = 4
worstSetupEndpointType = output port

[pwr]
p_leak_nw = 28.9
power_density_nw_per_um2 = 15.8
total_power_mw = 1.45
vdd_drop_max_v = 0.0000130

[die]
core_um2 = 163000
die_y_um = 407
initCoreUtil = 0.504
die_w_um = 407
row_count = 148
ios = 41
dieArea_um2 = 166000

[flow_run]
warnings = 32
cap_violations = 0

[run_status]
status = complete, no violations

[min_path]
hold_path.class = reg -> reg
## cell usage in the layout, fill, tap and decap left out, types with 11 or more instances in the layout
| master | instances |
|---|---|
| xnor2_1 | 12 |
| mux4_2 | 448 |
| dfrtp_1 | 18 |
| ha_1 | 30 |
| clkinv_1 | 31 |
| a221oi_1 | 32 |
| clkbuf_16 | 211 |
| o21ai_0 | 50 |
| inv_1 | 24 |
| clkdlybuf4s50_1 | 32 |
| clkbuf_1 | 68 |
| nor2_1 | 293 |
| nand3_1 | 49 |
| nor2b_1 | 14 |
| nand2_1 | 109 |
| nand2b_1 | 11 |
| buf_4 | 172 |
| a31oi_1 | 12 |
| bufinv_16 | 17 |
| mux2_2 | 17 |
| nand4_1 | 12 |
| clkinv_2 | 33 |
| edfxtp_1 | 2056 |
| a21oi_1 | 73 |
| nor3_1 | 33 |
| a22oi_1 | 92 |
| mux2i_1 | 121 |
| a211oi_1 | 14 |
| mux4_1 | 28 |
| clkbuf_8 | 19 |
| a22o_1 | 23 |
| o22ai_1 | 23 |
## report_power, final
group / internal [mW] / total (mW) / leakage, nW / switching (mW)
sequential: 0.631 / 0.644 / 18.9 / 0.0133
clock: 0.286 / 0.497 / 3.30 / 0.211
combinational: 0.100 / 0.314 / 6.72 / 0.214
total: 1.02 / 1.45 / 28.9 / 0.438
## state kept, by name, summed over array words and instances (netlist names)
| name | cells |
|---|---|
| r_Wr_Addr | 8 |
| FIFO_Inst.o_Rd_DV | 1 |
| o_Rd_Data | 8 |
| r_Rd_Addr | 8 |
| r_Count | 9 |
| FIFO_Inst.r_Mem | 2048 |
| FIFO_Inst.o_Rd_Data | 8 |
## cells by family (layout without fill, tap and decap cells)
group                    after synthesis  count (layout)  synth area share
flip-flops                          2090            2090             0.763
multiplexers                         614             614             0.149
AND/OR/NAND/NOR                      562             562            0.0295
AND-OR/OR-AND                        391             391            0.0333
buffers and inverters                261             634            0.0180
adder cells (fa/ha/maj)               31              31           0.00482
XOR/XNOR                              21              21           0.00224
other                                  0               3                 0
## final timing paths
kind	end	cells after the start	start	slack, ps
setup reg to reg	FIFO_Inst.o_Rd_Data[0]	12	r_Rd_Addr[0]	148070
min in group asynchronous	r_Count[5]	2	i_Rst_L	30490
setup / recovery	o_AF_Flag	13	i_AF_Level[0]	89990
hold reg to reg	o_Rd_Data[6]	0	FIFO_Inst.o_Rd_Data[6]	400
max in group asynchronous	r_Rd_Addr[3]	2	i_Rst_L	123730
hold / removal	o_Rd_Data[6]	0	FIFO_Inst.o_Rd_Data[6]	400
## final cells by class
cell class | count | share of cell area
Antenna cell | 3 | 0.0000816
Clock buffer | 290 | 0.0618
Clock inverter | 97 | 0.0118
Inverter | 27 | 0.00113
Multi-Input combinational cell | 1619 | 0.195
Sequential cell | 2090 | 0.680
Tap cell | 2175 | 0.0296
Timing Repair Buffer | 220 | 0.0204
## metrics by stage
| stage | util | instances | setup WS (ps) |
|---|---|---|---|
| 6_report | 0.565 | 6521 | 89990 |
| 4_1_cts | 0.565 | 6518 | 89960 |
| 3_3_place_gp | 0.524 | 6131 | 89960 |
| 5_1_grt | 0.565 | 6519 | 89850 |
| 2_1_floorplan | - | 3970 | 91160 |
| 3_5_place_dp | 0.524 | 6131 | 89970 |
## routing by layer
metal  vias up  track usage  wire, um
met4        16       0.0650      6170
met2      2492        0.415     99600
met3       365        0.244     40500
met1     20600        0.416     70700
li1      17000            -         -
met5         -       0.0178       464
Power is estimated from default activity; no workload was simulated.
